===== /design/flow/config.mk =====
export PLATFORM = sky130hd
export DESIGN_NAME = fft_8p
export DESIGN_NICKNAME = fft_8p
export VERILOG_FILES = /design/flow/design.v
export SDC_FILE = /design/flow/constraint.sdc
export NUM_CORES = 4
export LEC_CHECK = 1
export CORE_UTILIZATION = 50

===== /design/flow/constraint.sdc =====
current_design fft_8p

set clk_period 33.5
set clk_io_pct 0.2

create_clock -name clk0 -period $clk_period [get_ports {clk}]

set non_clock_inputs [all_inputs -no_clocks]
set_input_delay [expr $clk_period * $clk_io_pct] -clock clk0 $non_clock_inputs
set_output_delay [expr $clk_period * $clk_io_pct] -clock clk0 [all_outputs]

===== /design/flow/design.v =====
module butterfly_radix2 (
    di_real0, di_img0, 
    di_real1, di_img1, 
    W_N_real, W_N_img, 
    do_real0, do_img0, 
    do_real1, do_img1
);
parameter WIDTH = 32;  
parameter Q_LENGTH = 16;
input signed  [WIDTH-1 : 0] di_real0; 
input signed  [WIDTH-1 : 0] di_img0;
input signed  [WIDTH-1 : 0] di_real1;
input signed  [WIDTH-1 : 0] di_img1;
input signed  [WIDTH-1 : 0] W_N_real;
input signed  [WIDTH-1 : 0] W_N_img;
output wire signed [WIDTH-1 : 0] do_real0;
output wire  signed [WIDTH-1 : 0] do_img0;
output wire  signed [WIDTH-1 : 0] do_real1;
output wire  signed [WIDTH-1 : 0] do_img1;
wire [WIDTH-1 : 0] w_A1_real;
wire [WIDTH-1 : 0] w_A1_img;
multiplier_complex #(.WIDTH(WIDTH),.Q_LENGTH(Q_LENGTH)) X_k(
    .di_real0(di_real1),
    .di_img0(di_img1),
    .di_real1(W_N_real),
    .di_img1(W_N_img),
    .do_real(w_A1_real),
    .do_img(w_A1_img)
);
assign  do_real0 = di_real0 + w_A1_real; 
assign  do_img0  = di_img0  + w_A1_img;
assign  do_real1 = di_real0 - w_A1_real; 
assign  do_img1  = di_img0  - w_A1_img;
endmodule
module fft_8p (
    clk, reset,
    x0_real, x0_img, 
    x1_real, x1_img, 
    x2_real, x2_img, 
    x3_real, x3_img,
    x4_real, x4_img, 
    x5_real, x5_img, 
    x6_real, x6_img, 
    x7_real, x7_img,
    y0_real, y0_img, 
    y1_real, y1_img, 
    y2_real, y2_img, 
    y3_real, y3_img,
    y4_real, y4_img, 
    y5_real, y5_img, 
    y6_real, y6_img, 
    y7_real, y7_img,
);
parameter WIDTH = 32;
parameter Q_LENGTH = 16;
parameter signed [31:0] W0_REAL = 32'h00010000;   
parameter signed [31:0] W0_IMG  = 32'h00000000;   
parameter signed [31:0] W1_REAL = 32'h0000B504;   
parameter signed [31:0] W1_IMG  = 32'hFFFF4AFC;   
parameter signed [31:0] W2_REAL = 32'h00000000;   
parameter signed [31:0] W2_IMG  = 32'hFFFF0000;   
parameter signed [31:0] W3_REAL = 32'hFFFF4AFC;   
parameter signed [31:0] W3_IMG  = 32'hFFFF4AFC;   
input clk, reset;
input signed [WIDTH-1 : 0] x0_real , x0_img;
input signed [WIDTH-1 : 0] x1_real , x1_img;
input signed [WIDTH-1 : 0] x2_real , x2_img;
input signed [WIDTH-1 : 0] x3_real , x3_img;
input signed [WIDTH-1 : 0] x4_real , x4_img;
input signed [WIDTH-1 : 0] x5_real , x5_img;
input signed [WIDTH-1 : 0] x6_real , x6_img;
input signed [WIDTH-1 : 0] x7_real , x7_img;
output reg signed [WIDTH-1 : 0] y0_real , y0_img;
output reg signed [WIDTH-1 : 0] y1_real , y1_img;
output reg signed [WIDTH-1 : 0] y2_real , y2_img;
output reg signed [WIDTH-1 : 0] y3_real , y3_img;
output reg signed [WIDTH-1 : 0] y4_real , y4_img;
output reg signed [WIDTH-1 : 0] y5_real , y5_img;
output reg signed [WIDTH-1 : 0] y6_real , y6_img;
output reg signed [WIDTH-1 : 0] y7_real , y7_img;
wire signed [WIDTH-1 : 0] stage1_real [7 : 0];
wire signed [WIDTH-1 : 0] stage1_img  [7 : 0];
wire signed [WIDTH-1 : 0] stage2_real [7 : 0];
wire signed [WIDTH-1 : 0] stage2_img  [7 : 0];
wire signed [WIDTH-1 : 0] stage3_real [7 : 0];
wire signed [WIDTH-1 : 0] stage3_img  [7 : 0];
butterfly_radix2 #(.WIDTH(WIDTH) , .Q_LENGTH(Q_LENGTH)) R10_04_01(
    .di_real0 (x0_real), .di_img0 (x0_img),
    .di_real1 (x4_real), .di_img1 (x4_img),
    .W_N_real (W0_REAL), .W_N_img (W0_IMG),
    .do_real0 (stage1_real[0]), .do_img0 (stage1_img[0]),
    .do_real1 (stage1_real[1]), .do_img1 (stage1_img[1])
);
butterfly_radix2 #(.WIDTH(WIDTH) , .Q_LENGTH(Q_LENGTH)) R11_26_23(
    .di_real0 (x2_real), .di_img0 (x2_img),
    .di_real1 (x6_real), .di_img1 (x6_img),
    .W_N_real (W0_REAL), .W_N_img (W0_IMG),
    .do_real0 (stage1_real[2]), .do_img0 (stage1_img[2]),
    .do_real1 (stage1_real[3]), .do_img1 (stage1_img[3])
);
butterfly_radix2 #(.WIDTH(WIDTH) , .Q_LENGTH(Q_LENGTH)) R12_15_45(
    .di_real0 (x1_real), .di_img0 (x1_img),
    .di_real1 (x5_real), .di_img1 (x5_img),
    .W_N_real (W0_REAL), .W_N_img (W0_IMG),
    .do_real0 (stage1_real[4]), .do_img0 (stage1_img[4]),
    .do_real1 (stage1_real[5]), .do_img1 (stage1_img[5])
);
butterfly_radix2 #(.WIDTH(WIDTH) , .Q_LENGTH(Q_LENGTH)) R13_37_67(
    .di_real0 (x3_real), .di_img0 (x3_img),
    .di_real1 (x7_real), .di_img1 (x7_img),
    .W_N_real (W0_REAL), .W_N_img (W0_IMG),
    .do_real0 (stage1_real[6]), .do_img0 (stage1_img[6]),
    .do_real1 (stage1_real[7]), .do_img1 (stage1_img[7])
);
butterfly_radix2 #(.WIDTH(WIDTH) , .Q_LENGTH(Q_LENGTH)) R20_02_02(
    .di_real0 (stage1_real[0]), .di_img0 (stage1_img[0]),
    .di_real1 (stage1_real[2]), .di_img1 (stage1_img[2]),
    .W_N_real (W0_REAL), .W_N_img (W0_IMG),
    .do_real0 (stage2_real[0]), .do_img0 (stage2_img[0]),
    .do_real1 (stage2_real[2]), .do_img1 (stage2_img[2])
);
butterfly_radix2 #(.WIDTH(WIDTH) , .Q_LENGTH(Q_LENGTH)) R21_13_13(
    .di_real0 (stage1_real[1]), .di_img0 (stage1_img[1]),
    .di_real1 (stage1_real[3]), .di_img1 (stage1_img[3]),
    .W_N_real (W2_REAL), .W_N_img (W2_IMG),
    .do_real0 (stage2_real[1]), .do_img0 (stage2_img[1]),
    .do_real1 (stage2_real[3]), .do_img1 (stage2_img[3])
);
butterfly_radix2 #(.WIDTH(WIDTH) , .Q_LENGTH(Q_LENGTH)) R22_46_46(
    .di_real0 (stage1_real[4]), .di_img0 (stage1_img[4]),
    .di_real1 (stage1_real[6]), .di_img1 (stage1_img[6]),
    .W_N_real (W0_REAL), .W_N_img (W0_IMG),
    .do_real0 (stage2_real[4]), .do_img0 (stage2_img[4]),
    .do_real1 (stage2_real[6]), .do_img1 (stage2_img[6])
);
butterfly_radix2 #(.WIDTH(WIDTH) , .Q_LENGTH(Q_LENGTH)) R23_57_57(
    .di_real0 (stage1_real[5]), .di_img0 (stage1_img[5]),
    .di_real1 (stage1_real[7]), .di_img1 (stage1_img[7]),
    .W_N_real (W2_REAL), .W_N_img (W2_IMG),
    .do_real0 (stage2_real[5]), .do_img0 (stage2_img[5]),
    .do_real1 (stage2_real[7]), .do_img1 (stage2_img[7])
);
butterfly_radix2 #(.WIDTH(WIDTH) , .Q_LENGTH(Q_LENGTH)) R30_04_04(
    .di_real0 (stage2_real[0]), .di_img0 (stage2_img[0]),
    .di_real1 (stage2_real[4]), .di_img1 (stage2_img[4]),
    .W_N_real (W0_REAL), .W_N_img (W0_IMG),
    .do_real0 (stage3_real[0]), .do_img0 (stage3_img[0]),
    .do_real1 (stage3_real[4]), .do_img1 (stage3_img[4])
);
butterfly_radix2 #(.WIDTH(WIDTH) , .Q_LENGTH(Q_LENGTH)) R31_15_15(
    .di_real0 (stage2_real[1]), .di_img0 (stage2_img[1]),
    .di_real1 (stage2_real[5]), .di_img1 (stage2_img[5]),
    .W_N_real (W1_REAL), .W_N_img (W1_IMG),
    .do_real0 (stage3_real[1]), .do_img0 (stage3_img[1]),
    .do_real1 (stage3_real[5]), .do_img1 (stage3_img[5])
);
butterfly_radix2 #(.WIDTH(WIDTH) , .Q_LENGTH(Q_LENGTH)) R32_26_26(
    .di_real0 (stage2_real[2]), .di_img0 (stage2_img[2]),
    .di_real1 (stage2_real[6]), .di_img1 (stage2_img[6]),
    .W_N_real (W2_REAL), .W_N_img (W2_IMG),
    .do_real0 (stage3_real[2]), .do_img0 (stage3_img[2]),
    .do_real1 (stage3_real[6]), .do_img1 (stage3_img[6])
);
butterfly_radix2 #(.WIDTH(WIDTH) , .Q_LENGTH(Q_LENGTH)) R33_37_37(
    .di_real0 (stage2_real[3]), .di_img0 (stage2_img[3]),
    .di_real1 (stage2_real[7]), .di_img1 (stage2_img[7]),
    .W_N_real (W3_REAL), .W_N_img (W3_IMG),
    .do_real0 (stage3_real[3]), .do_img0 (stage3_img[3]),
    .do_real1 (stage3_real[7]), .do_img1 (stage3_img[7])
);
always @(posedge clk) begin
    if(reset) begin
        y0_real <= 32'd0 ; y0_img <= 32'd0;
        y1_real <= 32'd0 ; y1_img <= 32'd0;
        y2_real <= 32'd0 ; y2_img <= 32'd0;
        y3_real <= 32'd0 ; y3_img <= 32'd0;
        y4_real <= 32'd0 ; y4_img <= 32'd0;
        y5_real <= 32'd0 ; y5_img <= 32'd0;
        y6_real <= 32'd0 ; y6_img <= 32'd0;
        y7_real <= 32'd0 ; y7_img <= 32'd0;
    end
    else begin
        y0_real <= stage3_real[0]; y0_img <= stage3_img[0];
        y1_real <= stage3_real[1]; y1_img <= stage3_img[1];
        y2_real <= stage3_real[2]; y2_img <= stage3_img[2];
        y3_real <= stage3_real[3]; y3_img <= stage3_img[3];
        y4_real <= stage3_real[4]; y4_img <= stage3_img[4];
        y5_real <= stage3_real[5]; y5_img <= stage3_img[5];
        y6_real <= stage3_real[6]; y6_img <= stage3_img[6];
        y7_real <= stage3_real[7]; y7_img <= stage3_img[7];
    end
end
endmodule
module multiplier_complex (
    di_real0, di_img0,
    di_real1, di_img1,
    do_real, do_img
);
parameter WIDTH = 32;
parameter Q_LENGTH = 16;
input signed  [WIDTH-1 : 0] di_real0; 
input signed  [WIDTH-1 : 0] di_img0;
input signed  [WIDTH-1 : 0] di_real1;
input signed  [WIDTH-1 : 0] di_img1;
output signed [WIDTH-1 : 0] do_real;
output signed [WIDTH-1 : 0] do_img;
wire signed [2*WIDTH-1 : 0] r0r1, i0i1, r0i1, r1i0, temp_real, temp_img;
assign r0r1 = di_real0*di_real1;
assign i0i1 = di_img0*di_img1;
assign r0i1 = di_real0*di_img1; 
assign r1i0 = di_real1*di_img0;
assign temp_real = r0r1 - i0i1;
assign temp_img  = r0i1 + r1i0;
assign do_real = temp_real >>> (Q_LENGTH);
assign do_img = temp_img >>> (Q_LENGTH);
endmodule

===== /design/flow/run.sh =====
#!/bin/bash
# OpenROAD 26Q1-2900-gdf79404cd8, Yosys 0.63+post, stock flow scripts
make -C /OpenROAD-flow-scripts/flow DESIGN_CONFIG=/design/flow/config.mk WORK_HOME=/design/flow/orfs finish

==> flow_metrics.rpt <==
RUN METRICS
----------------------------------------------------
[Status]
  Run status ........................ finished clean

[Clock tree]
  CTS tree ........................ built
  Clock buffer count from CTS ........................ approximately 60
  Number of instances resized during post-cts repair ........................ 0
  CTS sink count ........................ between 500 and 600
  Number of setup buffers added after CTS ........................ 0
  Clock transition at the register clock pins on the worst setup and hold paths after CTS ........................ 0.07 ns
  Number of buffers between clock root and the deepest sink ........................ 3
  Number of buffers added to fix hold violations after cts ........................ 0
  Clock root buffer master ........................ sky130_fd_sc_hd__clkbuf_16
  Number of H-tree levels ........................ 2

[Yosys]
  Largest area contributor in the netlist ........................ sky130_fd_sc_hd__ha_1
  Dominant register cell ........................ sky130_fd_sc_hd__dfxtp_1
  Post-synth tally of flip-flops with integrated enable ........................ 0
  Share of the synthesized area in the top cell type ........................ about a quarter
  Post-synthesis async set-or-reset flop share ........................ 0%
  Post-synthesis cell count ........................ roughly 18k
  Cell types occupying the most area after synthesis ........................ sky130_fd_sc_hd__ha_1 (25%), sky130_fd_sc_hd__fa_1 (15%), sky130_fd_sc_hd__inv_1 (9.2%)
  Register bit total from synthesis ........................ between 500 and 600
  Syn Std Cell Area ........................ between 100000 and 150000 um2
  Total cells reported by yosys after synthesis ........................ 18.0k
  Number of distinct library cells after synthesis ........................ a little under 100
  Yosys chip area ........................ roughly 140000 um2
  Yosys warning tally ........................ 1
  Share of the yosys chip area belonging to registers ........................ roughly 7%
  Avg Cell Area, Syn ........................ between 7 and 8 um2

[Final timing]
  Unrepaired setup endpoints after global routing ........................ false
  Share of the clock period used by the worst path ........................ 68.8%
  Crit path time final ........................ around 23 ns
  Max frequency ........................ roughly 43 MHz
  Count of endpoints failing setup in the final report ........................ 0
  Fin Setup TNS ........................ 0 ns
  Hold violation total from the final report ........................ 0
  Final Slew Violations ........................ 0
  Normalized max-slew margin ........................ a little under a fifth
  Min setup slack post-route ........................ 10.45 ns
  Transition time of the tightest slew-check pin ........................ roughly 1.2 ns

[Placement]
  Post-place setup slack ........................ 9.82 ns
  Quantity of I/O buffers inserted on ports ........................ 1025
  DP HPWL ........................ approximately 500000 um
  RePlAce Congestion ........................ ~1.1

[Routing]
  Final Routed Wirelength ........................ 556000 um
  Remaining DRCs ........................ 0
  Detailed router's first-iteration violation count ........................ 9043
  Via count normalized by instance count ........................ between 5 and 6
  Residual antenna-violating net count after detailed routing ........................ 0
  Detailed-route via count ........................ about 120k
  Final routed wire length divided by cell count ........................ roughly 24 um
  Number of detailed-routing iterations run before antenna repair ........................ 6

[Floorplan]
  Vertical die dimension ........................ roughly 540 um
  Area of the core ........................ roughly 280000 um2
  Die x size ........................ around 540 um
  Pre-Place Util ........................ around half
  Chip area ........................ 287000 um2
  Number of placed I/O pins ........................ 1026
  Floorplan row count ........................ between 150 and 200

[Run]
  Number of warnings the tools reported ........................ ~950
  Number of maximum-capacitance violations ........................ 0

[Hold path]
  Class of the worst hold path ........................ primary input to flip-flop

[Worst setup path]
  Data arrival time of the critical path ........................ around 24 ns
  Category of the most critical setup path ........................ primary input to flip-flop
  Slowest stage cell, crit path ........................ sky130_fd_sc_hd__a311oi_1
  Maximum fanout along the worst path ........................ 11
  Worst setup EP type ........................ flip-flop
  Startpoint class of the critical path ........................ primary input
  Cell repeated most along the worst path ........................ sky130_fd_sc_hd__a21oi_1
  Required time reported for the critical path endpoint ........................ approximately 34 ns
  Largest stage delay on the critical path ........................ a little over 1 ns

[Layout]
  Layout cell share with drive strength beyond 1 ........................ approximately 3%
  End-of-flow core utilization ........................ a little under three fifths
  Area overhead of the layout relative to synthesis ........................ 12.4%
  Layout fillers ........................ 26.3k

[Global routing]
  Number of antenna violations at the first check in global routing ........................ ~60
  Pin count of the biggest net entering global routing ........................ approximately 120
  Overall overflow remaining after global route ........................ 0
  First-pass GRT wire length ........................ roughly 800000 um
  Global Route Usage Sum ........................ 39.9%
  Vias in the first global route ........................ about 120k

----------------------------------------------------
==> flip-flops by register name (all words and copies together), names as in the netlist, 32 cells and up <==
register and count:
y3_real 32, y2_img 32, y4_img 32, y3_img 32, y1_real 32, y4_real 32, y2_real 32, y1_img 32
==> synthesized netlist by cell type (74+ instances only) <==
library cell	number
sky130_fd_sc_hd__dfxtp_1	504
sky130_fd_sc_hd__nand3_1	221
sky130_fd_sc_hd__inv_1	3485
sky130_fd_sc_hd__or3_1	171
sky130_fd_sc_hd__nor2_1	1654
sky130_fd_sc_hd__nand2_1	500
sky130_fd_sc_hd__a21o_1	324
sky130_fd_sc_hd__o21bai_1	404
sky130_fd_sc_hd__clkbuf_1	437
sky130_fd_sc_hd__a211oi_1	105
sky130_fd_sc_hd__fa_1	1102
sky130_fd_sc_hd__a21oi_1	1354
sky130_fd_sc_hd__ha_1	2845
sky130_fd_sc_hd__nand2b_1	194
sky130_fd_sc_hd__o21a_1	112
sky130_fd_sc_hd__o31ai_1	95
sky130_fd_sc_hd__xnor2_1	1400
sky130_fd_sc_hd__xor2_1	458
sky130_fd_sc_hd__and3_1	114
sky130_fd_sc_hd__o21ai_0	609
sky130_fd_sc_hd__nor3_1	423
sky130_fd_sc_hd__nor2b_1	204
sky130_fd_sc_hd__o211ai_1	74
sky130_fd_sc_hd__a31oi_1	133
==> worst paths after layout <==
kind / start / endpoint / slack [ns] / depth (start not counted)
worst max-delay path: x3_real[1] / y5_real[31] / 10.45 / 68
worst min-delay path: reset / y3_real[28] / 6.36 / 2
==> placed cells by master (no fill, tap or decap), types with 54 or more instances in the layout <==
master                               n
sky130_fd_sc_hd__o31ai_1            95
sky130_fd_sc_hd__nor3_1            423
sky130_fd_sc_hd__nor4_1             54
sky130_fd_sc_hd__nor2b_1           204
sky130_fd_sc_hd__nand3_1           221
sky130_fd_sc_hd__a21oi_1          1354
sky130_fd_sc_hd__or2_2              60
sky130_fd_sc_hd__and2_1             73
sky130_fd_sc_hd__xnor2_1          1383
sky130_fd_sc_hd__o21ai_0           609
sky130_fd_sc_hd__clkdlybuf4s50_1  1024
sky130_fd_sc_hd__inv_1            3485
sky130_fd_sc_hd__buf_4             280
sky130_fd_sc_hd__nand2_1           500
sky130_fd_sc_hd__a31oi_1           133
sky130_fd_sc_hd__and3_1            114
sky130_fd_sc_hd__or3_1             171
sky130_fd_sc_hd__fa_1             1102
sky130_fd_sc_hd__nand4_1            55
sky130_fd_sc_hd__a211oi_1          105
sky130_fd_sc_hd__nor2_1           1654
sky130_fd_sc_hd__o211ai_1           74
sky130_fd_sc_hd__dfxtp_1           504
sky130_fd_sc_hd__a21o_1            324
sky130_fd_sc_hd__o21bai_1          404
sky130_fd_sc_hd__xor2_1            452
sky130_fd_sc_hd__ha_1             2845
sky130_fd_sc_hd__o21a_1            112
sky130_fd_sc_hd__o41ai_1            54
sky130_fd_sc_hd__clkbuf_16          60
sky130_fd_sc_hd__nand2b_1          194
==> final cells by class <==
class	count	area, um2	share of cell area (%)
antenna	50	125	0.0781
clock buffer	66	1530	0.957
clock inverter	47	649	0.405
inverter	3497	13100	8.19
multi-input combinational	13562	118000	73.4
sequential	504	10100	6.30
tap	3743	4680	2.92
timing repair buffer	1306	12400	7.73
==> per-stage QoR <==
step / instance area, um2 / hold WS [ns] / instances
after floorplan: 143000 / 6.92 / 18041
after global placement: 158000 / 7.13 / 22612
after detailed placement: 158000 / 7.13 / 22612
after CTS: 160000 / 6.34 / 22725
after global routing: 160000 / 6.37 / 22756
final: 160000 / 6.36 / 22775
==> worst max-delay path: cells and delay by family <==
kind,cells,cell delay (ns)
compound gates,30,7.27
simple gates,15,2.45
buf+inv,8,1.44
xor+xnor,4,0.87
fa+ha+maj,11,4.94
==> logic make-up (layout without fill, tap and decap cells) <==
group	after synthesis	in the layout	synth area share, %
flops	504	504	7.08
xor+xnor	1872	1872	11.6
other cells	1	54	0.00263
compound gates	3822	3822	17.1
mux	29	29	0.215
buf+inv	3975	4916	10.5
simple gates	3882	3882	12.9
fa+ha+maj	3953	3953	40.5
==> routing by layer <==
metal | track usage (%) | wire length [um] | vias up
met1 | 53.8 | 231000 | 58902
met2 | 58.4 | 236000 | 3984
li1 | - | - | 61022
met4 | 23.6 | 42300 | 28
met3 | 10.5 | 46900 | 740
met5 | 0 | 184 | -
